==> design/flow/design.v <==
module reg16 (
     input clk,sclr_n,clk_ena,
     input[15:0] datain ,
     output reg [15:0]reg_out);
     always@(posedge clk)
       begin
         if (clk_ena==1 &sclr_n==0)
                reg_out=16'b0 ;
         else if (clk_ena==1 &sclr_n==1)
                reg_out=datain ;
         else 
                reg_out=reg_out;
       end
endmodule
==> design/flow/run.sh <==
#!/bin/bash
# OpenROAD 26Q1-2900-gdf79404cd8, Yosys 0.63+post, stock flow scripts
make -C /OpenROAD-flow-scripts/flow DESIGN_CONFIG=/design/flow/config.mk WORK_HOME=/design/flow/orfs finish
==> design/flow/config.mk <==
export PLATFORM = sky130hd
export DESIGN_NAME = reg16
export DESIGN_NICKNAME = reg16
export VERILOG_FILES = /design/flow/design.v
export SDC_FILE = /design/flow/constraint.sdc
export NUM_CORES = 4
export LEC_CHECK = 1
export CORE_AREA = 10 10 79 79
export DIE_AREA = 0 0 89 89
==> design/flow/constraint.sdc <==
current_design reg16

set clk_period 1.1
set clk_io_pct 0.2

create_clock -name clk0 -period $clk_period [get_ports {clk}]

set non_clock_inputs [all_inputs -no_clocks]
set_input_delay [expr $clk_period * $clk_io_pct] -clock clk0 $non_clock_inputs
set_output_delay [expr $clk_period * $clk_io_pct] -clock clk0 [all_outputs]
==> results.txt <==
Observations from the implementation run.

Run status:
- The flow ran to the end, and the final reports show no timing, DRC or antenna violations.

Power and ir drop:
- Registers are responsible for 47.5% of the overall power.
- The run gives the reported leakage power as 0.458 nW.
- The run gives the switching power summed over all nets as 0.296 mW.
- The run gives the clock share of power as 37.8%.
- The run puts the power share of the combinational group at between 10% and 20%.
- Net switching is 21.3% of the power.
- The script computed a power per unit cell area of 1330 nW/um^2.
- The highest supply drop recorded on VDD is around 610 uV.
- The run gives the internal power as 1.09 mW.

Setup path:
- Looking at the setup timing report, the critical path kind is reg2out.
- The timing report shows that the slowest cell on the worst path is sky130_fd_sc_hd__dfxtp_2.
- The run gives the buffer and inverter count on the worst path as 1.
- The run gives the number of cells on the critical path as 1.
- STA classifies the critical path endpoint as an output pin.
- The run gives the cell count of the worst reg-to-reg path as 3.
- The run gives the largest fanout on the critical path as 2.
- Broken down by cell family, the worst path's largest delay share belongs to flip-flops.
- The run gives the arrival time of data at the critical path endpoint as around 800 ps.
- The run gives the data required time at the worst endpoint as 880 ps.
- The cell sequence reported for the critical path is dlygate4sd2_1.
- The run gives the type of origin of the critical path as a flip-flop.
- The run gives the highest cell delay on the worst timing path as 320 ps.

Floorplan:
- The run gives the placeable core area as 4660 sq um.
- The run gives the chip area as roughly 7900 sq um.
- After floorplanning, the core was divided into 25 placement rows.
- The run gives the die extent in x as between 80 and 90 um.
- Once the floorplan was initialized, standard cells occupied between 10 and 15% of the core.
- The run puts the total I/O pin count at 35.
- The run gives the die extent in y as 89 um.

Yosys:
- Dividing the synthesized area by the synthesized cell count gives 8.56 sq um.
- After synthesis, the cell types taking the most area are sky130_fd_sc_hd__dfxtp_1 54%, sky130_fd_sc_hd__nand3_1 14%, sky130_fd_sc_hd__inv_1 10%.
- In the synthesized netlist, the number of instances is 69.
- The run gives the top cell type by total area after synthesis as sky130_fd_sc_hd__dfxtp_1.
- Of the combinational cells, the family taking the most area is buffers and inverters.
- Sequential elements use 54.2% of the synthesized area.
- The run puts the chip area line of the yosys report at 591 sq um.
- The run puts the cell count in the Yosys report at 69.
- The run gives the number of storage elements in the synthesis netlist as 16.
- Synthesis instantiated 9 different standard cells from the library.
- The synthesis report lists the Yosys warning total as 1.
- The cell area that synthesis handed to floorplanning was 591 sq um.
- The run puts the post-synthesis compound-gate area fraction at 14.2%.
- The run puts the xor and xnor area share after synthesis at 0%.
- The run gives the post-synthesis simple-gate area fraction as 13.6%.
- The run gives the adder-cell area share of the yosys netlist as 0%.
- The run gives the proportion of netlist area held by the largest area contributor as a little over half.
- Multiplexer cells account for 0% of the synthesized area.

Clock network:
- CTS placed an instance of sky130_fd_sc_hd__clkbuf_8 at the clock tree root.
- Clock-pin slew was measured on the worst setup and hold paths at 70 ps.
- The run gives the count of hold buffers inserted by post-cts repair as 0.
- In this run the number of H-tree levels came out at 1.
- The run puts the clock insertion delay at the later pin of the skew report at 250 ps.
- The run puts the total clock sinks at 16.
- The run puts the deepest clock path buffer count at 2.
- The run puts the total CTS buffers at 3.
- The run gives the clock tree from TritonCTS as yes.

STA:
- The run gives the largest clock skew in the final design as 0 ps.
- For this run, the top clock speed supported by timing is 977 MHz.
- Dividing the final minimum period by the clock period gives 93.0%.
- The run gives the final-report setup violation count as 0.
- The run gives the final worst slack as 76.5 ps.
- Subtracting the final worst setup slack from the clock period gives approximately 1000 ps.
- The run gives the relative slew slack as 90.6%.
- The run gives the transition time at the pin with the least slew margin as roughly 140 ps.
- Setup repair after global routing left no endpoint under its margin.
- In the final report, the number of pins over their slew limit comes to 0.
- In the final report, the number of hold violations comes to 0.

Placed design:
- After its last routability iteration, the placer logged a weighted congestion of 0.634.
- Including well taps, the total number of placed cells is between 150 and 200.
- The run gives the worst setup slack before clock tree synthesis as -38.7 ps.
- The run gives the placed wire-length estimate after detailed placement as 1420 um.
- The buffer_ports step reported a buffer count of 34.

Route:
- The run puts the total number of vias at ~550.
- Detailed-route iteration 0 reported a violation count of 41.
- The run gives the length of the first detailed-routing pass in iterations as 4.
- The run puts the DRC violation count after routing at 0.
- 0 antenna diodes ended up in the layout.
- In the post-route report, total wirelength is listed as approximately 1700 um.
- Once detail routing completed, the nets flagged for antenna violations numbered 0.
- The run puts the routed length per instance at 10.8 um.
- The run puts the detailed-route vias per instance at around 3.4.

Cells and area:
- The run gives the area added between synthesis and finish as 76.9%.
- The run puts the final instance count without filler cells at 161.
- The run puts the fill cell instance count of the final layout at roughly 500.
- The run puts the flip-flop count of the largest register after layout at 16.
- The run gives the share of the core filled with cells in the final layout as 22.4%.
- Per the final layout report, the fraction of cells sized above drive strength 1 comes to 24.3%.

Global route:
- The via count of the first global-routing pass came to ~590.
- The first global-routing pass estimated 2970 um of wire.
- The run puts the maximum number of pins on one net before global-route repair at 18.
- The run gives the total congestion overflow after global routing as 0.
- The run puts the global-route total usage across every layer at 4.80%.
- The initial antenna violation count is 0.

Job:
- The run reported a max-capacitance violation count of 0.
- Across all stage logs, warnings added up to 25.

Min path:
- The run gives the count of cells along the worst hold path as 2.
- The most critical min-delay path falls under reg2reg.
==> cells in the mapped netlist <==
master	count
sky130_fd_sc_hd__buf_6	3
sky130_fd_sc_hd__buf_4	1
sky130_fd_sc_hd__dfxtp_1	16
sky130_fd_sc_hd__o21ai_1	4
sky130_fd_sc_hd__nand3_1	16
sky130_fd_sc_hd__inv_1	16
sky130_fd_sc_hd__o21ai_2	1
sky130_fd_sc_hd__o21ai_0	11
sky130_fd_sc_hd__buf_2	1
==> logic make-up after synthesis <==
kind of cell / Yosys count
flip-flops: 16
AND-OR/OR-AND: 16
AND/OR/NAND/NOR: 16
buffers and inverters: 21
==> worst reg2reg max path, cell delays in order, from the launching register on <==
cell and delay, ps:
sky130_fd_sc_hd__dfxtp_2 320, sky130_fd_sc_hd__buf_4 120, sky130_fd_sc_hd__inv_1 40, sky130_fd_sc_hd__o21ai_0 70
==> metrics by stage <==
step | TNS (ps) | hold slack (ps) | power [mW] | instance area, sq um
5_1_grt | 0 | 476 | 1.49 | 1040
3_3_place_gp | -261 | 446 | 0.899 | 982
3_5_place_dp | -485 | 454 | 0.900 | 982
4_1_cts | 0 | 459 | 1.42 | 1040
2_1_floorplan | 0 | 350 | 0.723 | 591
6_report | 0 | 455 | 1.39 | 1040
==> layout make-up <==
type,count,area [sq um],area share [%]
Clock buffer,4,55.1,5.27
Inverter,16,60.1,5.75
Multi-Input combinational cell,32,164,15.7
Sequential cell,16,340,32.6
Tap cell,54,67.6,6.47
Timing Repair Buffer,39,358,34.3
==> layer usage <==
layer  vias to the layer above  wire, um  global-route usage, %
li1                        298         -                      -
met1                       228       783                   6.31
met2                        24       691                   6.98
met3                         0       269                   2.85
met4                         0         0                  0.289
met5                         -         0                      0
==> power groups by stage <==
stage,combinational (mW),clock (mW),sequential [mW]
after CTS,0.210,0.551,0.659
after global routing,0.235,0.585,0.666
final,0.204,0.525,0.659
==> placed cells by master (no fill, tap or decap) <==
| master | synthesis | final |
|---|---|---|
| sky130_fd_sc_hd__o21ai_0 | 11 | 11 |
| sky130_fd_sc_hd__clkbuf_8 | 0 | 4 |
| sky130_fd_sc_hd__o21ai_2 | 1 | 1 |
| sky130_fd_sc_hd__inv_1 | 16 | 16 |
| sky130_fd_sc_hd__nand3_1 | 16 | 16 |
| sky130_fd_sc_hd__buf_4 | 1 | 5 |
| sky130_fd_sc_hd__dfxtp_2 | 0 | 16 |
| sky130_fd_sc_hd__o21ai_1 | 4 | 4 |
| sky130_fd_sc_hd__dlygate4sd2_1 | 0 | 16 |
| sky130_fd_sc_hd__clkdlybuf4s50_1 | 0 | 18 |
==> worst paths after layout <==
path | start | end | slack (ps)
worst min register to register | reg_out[11] | reg_out[11] | 450
worst max register to register | reg_out[8] | reg_out[8] | 440
worst max-delay path | reg_out[10] | reg_out[10] | 80
worst min-delay path | reg_out[11] | reg_out[11] | 450
==> what timing repair did <==
action / CTS / global route
endpoints found under the setup margin: 16 / 0
resized: 32 / 0
endpoints found under the hold margin: 0 / 0
buffers inserted: 1 / 0
Power and IR drop assume default switching activity.

==> flow/design.v <==
module  multiplier_control (
          input clk ,start ,reset_a,
          input [1:0] count ,
          output reg done , clk_ena ,sclr_n,
          output reg [1:0] input_sel ,shift_sel,
          output  reg [2:0] state_out
);
reg [2:0] state_reg,next_state;
localparam idle = 3'b000;
localparam lsb = 3'b001;
localparam mid = 3'b010;
localparam msb = 3'b011;
localparam calc_done = 3'b100;
localparam eer = 3'b101;
always@(posedge clk , negedge reset_a)
begin
    if(!reset_a)
        state_reg<=idle;
    else
        state_reg<=next_state;
end
always@*
begin
  state_out=idle;
  done =0;
  clk_ena=0;
  sclr_n=0;
  input_sel=0;
  shift_sel=0;
  case(state_reg)
  idle:
  begin
  state_out=0;
    if(start==0)
    begin
    next_state=idle;
    input_sel=2'bxx;
    shift_sel=2'bxx;
    done =0;
    clk_ena=0;
    sclr_n=1;
    end
    else
    begin
    next_state=lsb;
    input_sel=2'bxx;
    shift_sel=2'bxx;
    done =0;
    clk_ena=1;
    sclr_n=0;
    end
  end
 lsb:
  begin
  state_out=1;
    if(start==0&&count==2'b00)
    begin
    next_state=mid;
    input_sel=2'b00;
    shift_sel=2'b00;
    done =0;
    clk_ena=1;
    sclr_n=1;
    end
    else
    begin
    next_state=eer;
    input_sel=2'bxx;
    shift_sel=2'bxx;
    done =0;
    clk_ena=0;
    sclr_n=1;
    end
  end
mid:
  begin
  state_out=2;
    if(start==0&&count==2'b01)
    begin
    next_state=mid;
    input_sel=2'b01;
    shift_sel=2'b01;
    done =0;
    clk_ena=1;
    sclr_n=1;
    end
    else if(start==0&&count==2'b10)
    begin
    next_state=msb;
    input_sel=2'b10;
    shift_sel=2'b01;
    done =0;
    clk_ena=1;
    sclr_n=1;
    end
    else
    begin
    next_state=eer;
    input_sel=2'bxx;
    shift_sel=2'bxx;
    done =0;
    clk_ena=0;
    sclr_n=1;
    end
  end
msb:
  begin
  state_out=3;
    if(start==0&&count==2'b11)
    begin
    next_state=calc_done;
    input_sel=2'b11;
    shift_sel=2'b10;
    done =0;
    clk_ena=1;
    sclr_n=1;
    end
    else
    begin
    next_state=eer;
    input_sel=2'bxx;
    shift_sel=2'bxx;
    done =0;
    clk_ena=0;
    sclr_n=1;
    end
  end
calc_done:
  begin
  state_out=4;
    if(start==0)
    begin
    next_state=idle;
    input_sel=2'bxx;
    shift_sel=2'bxx;
    done =1;
    clk_ena=0;
    sclr_n=1;
    end
    else
    begin
    next_state=eer;
    input_sel=2'bxx;
    shift_sel=2'bxx;
    done =0;
    clk_ena=0;
    sclr_n=1;
    end
  end
eer:
  begin
  state_out=5;
    if(start==0)
    begin
    next_state=eer;
    input_sel=2'bxx;
    shift_sel=2'bxx;
    done =0;
    clk_ena=0;
    sclr_n=1;
    end
    else
    begin
    next_state=lsb;
    input_sel=2'bxx;
    shift_sel=2'bxx;
    done =0;
    clk_ena=1;
    sclr_n=0;
    end
  end
default:
begin
next_state=state_reg;
state_out=0;
end
endcase
end
endmodule
==> flow/run.sh <==
#!/bin/bash
# OpenROAD 26Q1-2900-gdf79404cd8, Yosys 0.63+post, stock flow scripts
make -C /OpenROAD-flow-scripts/flow DESIGN_CONFIG=/design/flow/config.mk WORK_HOME=/design/flow/orfs finish
==> flow/config.mk <==
export PLATFORM = sky130hd
export DESIGN_NAME = multiplier_control
export DESIGN_NICKNAME = multiplier_control
export VERILOG_FILES = /design/flow/design.v
export SDC_FILE = /design/flow/constraint.sdc
export NUM_CORES = 4
export LEC_CHECK = 1
export CORE_AREA = 10 10 70 70
export DIE_AREA = 0 0 80 80
==> flow/constraint.sdc <==
current_design multiplier_control

set clk_period 1.5
set clk_io_pct 0.2

create_clock -name clk0 -period $clk_period [get_ports {clk}]

set non_clock_inputs [all_inputs -no_clocks]
set_input_delay [expr $clk_period * $clk_io_pct] -clock clk0 $non_clock_inputs
set_output_delay [expr $clk_period * $clk_io_pct] -clock clk0 [all_outputs]
==> run summary <==
Implementation results are summarized by area below.

Timing
The measured slew at the worst slew-check pin is between 0.2 and 0.3 ns. For reference, the final report shows the hold violation count at 0. The count of pins over their slew limit is 0. The setup-violating endpoint count in the final report is 4.

Static timing analysis puts the maximum clock frequency at between 0.5 and 0.6 GHz. The routed design could run at a clock period as short as 1.73 ns. Setup repair after global routing could not meet its margin everywhere. The final timing report lists clock skew as between 0.004 and 0.005 ns. The minimum hold slack is approximately 0.30 ns. The relative slew slack is 0.812. Of the available clock period, the critical path in the final layout requires 1.15.

In the post-route analysis, the smallest setup slack over all paths is -0.229 ns.

Synth
In the post-synthesis netlist, the biggest area contributors are sky130_fd_sc_hd__dfrtp_1 (35%), sky130_fd_sc_hd__nor2b_4 (7.6%), sky130_fd_sc_hd__dfstp_2 (7.3%), sky130_fd_sc_hd__nor3_1 (4.2%), sky130_fd_sc_hd__nor2b_1 (3.5%). In the Yosys report the total cell count is 38. The leading area contributor after synthesis is sky130_fd_sc_hd__dfrtp_1.

The sequential fraction of the synthesis area is 0.419. After synthesis, the chip area reported by Yosys is around 360 sq um. The synthesized netlist contains 24 unique library cells. The synthesized area per cell is approximately 9.5 sq um. Synthesis produced a netlist whose cell count is 38. The area fraction of the dominant cell type after synthesis is 0.346. The synthesized area is between 300 and 400 sq um. The count of synthesis-stage warnings from yosys is 1.

Counting flops and latches in the post-synthesis netlist gives 6.

Drt
The detail route stage leaves a number of antenna-violating nets equal to 0. Dividing the detail-routed via count by the number of cells gives between 3 and 4. The repair_antennas step left the layout with diodes totalling 0.

The average routed wire per standard cell is 9.97 um. After detailed routing, the number of remaining DRC violations is 0. The routed via count is 398. For this block, the initial DRC count from the detailed router was 27. The first TritonRoute pass finished after 3 iterations.

The final layout contains routed wiring with a total length of 1170 um.

Outcome
The final reports fail on setup timing. The flow ran to the end, but the final reports show violations.

Setup path
By startpoint and endpoint, the worst setup path is classified as flop to output pin. The data arrival time of the critical path is around 1.4 ns. The kind of launch point of the worst setup path is a flop. The worst setup path is captured at an output pin. The data required time of the critical path is 1.20 ns. The timing report gives the worst reg2reg path a setup slack of around 0.36 ns. Per the timing report, the biggest fanout along the worst path comes to 2.

Run
The stage-log warning count is 27. The number of max-capacitance violations reported is 0.

Clock network
The clock net sink count is 6. The count of hold buffers inserted by post-cts repair is 0. The clock passes through at most 2 buffers. The clock transition at the registers of the reported paths is approximately 0.050 ns. In this run the number of H-tree levels came out at 1. The master cell of the clock root buffer is sky130_fd_sc_hd__clkbuf_4. The CTS tree is done.

As reported, the later end of the worst-skew pair has a clock insertion delay of roughly 0.24 ns. CTS added clock buffers totalling 3.

Pwr
The power report attributes to the sequential group a share of 0.446. The share of total power dissipated in combinational logic is 0.133. After layout, the design draws a total of between 0.0003 and 0.0004 W. The net load switching power is approximately 0.000077 W.

Cell internal power was estimated by the tool at between 0.0002 and 0.0003 W. The reported leakage power is approximately 0.4 nW. The fraction of power consumed by the clock network is 0.422. The worst IR drop on VDD is about 0.17 mV.

The script computed the net switching share of total power as 0.211. The power per standard cell area is about 510 nW/um^2.

Layout
The number of flip-flops under the largest register name is 6. Per the final layout report, the fraction of cells sized above drive strength 1 comes to 0.535. The area overhead of the layout relative to synthesis is 101%.

Floorplan
The number of placement rows is 21. The y dimension of the die is about 80 um. The die is roughly 80 um wide. In this run the count of I/O pins placed on the die edge is 15.

The core region is 3420 sq um. In the floorplan report the effective utilization is 0.106. The floorplan step defined a die boundary enclosing roughly 6400 sq um.

Global route
The overall fraction of global-route tracks in use is 0.0358. Summed over all layers, the global routing overflow is 0. The pin count of the biggest net entering global routing is 7.

The number of global-route vias before repair is between 400 and 500. The initial antenna violation count came to 0. The first global-routing pass estimated between 1500 and 2000 um of wire.

Place
The count of input and output buffers is 14. Setup slack on the worst path after placement came out at -0.880 ns. After legalization and detailed placement, the total HPWL measured approximately 850 um. The final weighted congestion recorded by global placement is about 0.76.

Hold path
In this run the worst hold path is classified as input pin to async pin.
-- path summary, 6_finish.rpt --
path | start | to | cells past startpoint
hold reg to reg | state_reg[0]$_DFF_PN1_ | state_reg[0]$_DFF_PN1_ | 2
min in group clk0 | count[0] | state_reg[5]$_DFF_PN0_ | 2
setup reg to reg | state_reg[4]$_DFF_PN0_ | state_reg[4]$_DFF_PN0_ | 4
setup / recovery | state_reg[5]$_DFF_PN0_ | clk_ena | 3
max in group asynchronous | reset_a | state_reg[0]$_DFF_PN1_ | 1
hold / removal | reset_a | state_reg[2]$_DFF_PN0_ | 1
-- power by group through the flow --
| stage | sequential [W] | combinational (W) | clock, W |
|---|---|---|---|
| after global routing | 0.000163 | 0.0000532 | 0.000173 |
| final | 0.000164 | 0.0000487 | 0.000155 |
| after CTS | 0.000163 | 0.0000472 | 0.000164 |
-- area by class of cell --
| cell class | instances | area [sq um] |
|---|---|---|
| Fill cell | 377 | 2690 |
| Timing Repair Buffer | 32 | 270 |
| Multi-Input combinational cell | 28 | 216 |
| Sequential cell | 6 | 151 |
| Tap cell | 46 | 57.6 |
| Clock buffer | 4 | 26.3 |
| Inverter | 1 | 3.75 |
-- cell usage after synthesis --
cell                       number
sky130_fd_sc_hd__dfrtp_1        5
sky130_fd_sc_hd__nor2_1         3
sky130_fd_sc_hd__nor3_1         3
sky130_fd_sc_hd__clkbuf_1       2
sky130_fd_sc_hd__nand2_1        2
sky130_fd_sc_hd__nor2b_1        2
sky130_fd_sc_hd__nor2b_4        2
sky130_fd_sc_hd__or2_1          2
sky130_fd_sc_hd__or3_1          2
sky130_fd_sc_hd__a211oi_1       1
sky130_fd_sc_hd__a21o_1         1
sky130_fd_sc_hd__a21oi_1        1
sky130_fd_sc_hd__a31o_1         1
sky130_fd_sc_hd__and3_4         1
sky130_fd_sc_hd__buf_2          1
sky130_fd_sc_hd__dfstp_2        1
sky130_fd_sc_hd__inv_2          1
sky130_fd_sc_hd__mux2i_1        1
sky130_fd_sc_hd__nor3b_1        1
sky130_fd_sc_hd__nor4_1         1
sky130_fd_sc_hd__o21ai_1        1
sky130_fd_sc_hd__o22ai_1        1
sky130_fd_sc_hd__or4_4          1
sky130_fd_sc_hd__xnor2_1        1
-- cell families after synthesis --
kind of cell              synth area share
and+or+nand+nor                      0.374
muxes                               0.0277
xor gates and xnor gates            0.0242
AOI/OAI and AO/OA                    0.111
buffers and inverters               0.0450
DFF                                  0.419
-- per-layer routing --
layer  part of all wire  global-route usage
met4                  0             0.00704
met3              0.082              0.0148
met2               0.37              0.0465
met1               0.55              0.0531
met5                  0                   0
-- worst max-delay path: stages (launching register included) --
cell and delay, ns:
sky130_fd_sc_hd__dfrtp_1 0.39, sky130_fd_sc_hd__and3_4 0.16, sky130_fd_sc_hd__or4_4 0.51, sky130_fd_sc_hd__buf_2 0.12
-- per-stage QoR --
stage           util  cell area [sq um]  cells  TNS [ns]
6_report       0.212                726    117    -0.418
5_1_grt        0.212                726    117    -0.753
4_1_cts        0.198                677    114    -0.425
3_5_place_dp   0.182                622    105     -3.26
3_3_place_gp   0.182                622    105     -3.25
2_1_floorplan      -                362     38         0
-- cells in the final DEF (no fill, tap or decap), types with 2 or more instances in the layout --
master                          Yosys  layout
sky130_fd_sc_hd__dfrtp_1            5       5
sky130_fd_sc_hd__buf_2              1       7
sky130_fd_sc_hd__nor2_1             3       2
sky130_fd_sc_hd__or3_1              2       2
sky130_fd_sc_hd__dlygate4sd2_1      0       2
sky130_fd_sc_hd__nand2_1            2       2
sky130_fd_sc_hd__or2_1              2       2
sky130_fd_sc_hd__nor2b_4            2       2
sky130_fd_sc_hd__buf_6              0       9
sky130_fd_sc_hd__clkbuf_4           0       3
sky130_fd_sc_hd__buf_4              0       9
sky130_fd_sc_hd__nor3_1             3       3
sky130_fd_sc_hd__nor2b_1            2       2
-- repair_timing --
item | CTS | global route
buffers inserted | 5 | 3
setup endpoints to repair | 10 | 6
resized | 39 | 8
pin swaps | 4 | 1
Power and IR drop assume default switching activity.

## flow/config.mk

```make
export PLATFORM = sky130hd
export DESIGN_NAME = shifter
export DESIGN_NICKNAME = shifter
export VERILOG_FILES = /design/flow/design.v
export SDC_FILE = /design/flow/constraint.sdc
export NUM_CORES = 4
export LEC_CHECK = 1
export CORE_AREA = 10 10 70 70
export DIE_AREA = 0 0 80 80
```

## flow/constraint.sdc

```tcl
current_design shifter

set clk_period 1.1
set clk_io_pct 0.2

create_clock -name clk0 -period $clk_period

set non_clock_inputs [all_inputs -no_clocks]
set_input_delay [expr $clk_period * $clk_io_pct] -clock clk0 $non_clock_inputs
set_output_delay [expr $clk_period * $clk_io_pct] -clock clk0 [all_outputs]
```

## flow/design.v

```verilog
module shifter(
    input [7:0]inp ,
    input  [1:0]shift_cntrl,
    output reg [15:0] shift_out 
);
    always@*
      begin 
      case(shift_cntrl)
      2'b01:shift_out = inp <<4;
      2'b10:shift_out = inp <<8;
      default:shift_out = inp;
      endcase
      end
endmodule
```

## flow/run.sh

```bash
#!/bin/bash
# OpenROAD 26Q1-2900-gdf79404cd8, Yosys 0.63+post, stock flow scripts
make -C /OpenROAD-flow-scripts/flow DESIGN_CONFIG=/design/flow/config.mk WORK_HOME=/design/flow/orfs finish
```

==> flow_summary.toml <==
# generated from flow reports
[pwr]
ir_drop_mv = 0.188
p_clk_share_pct = 0
power_leakage_uw = 0.000320
intPower_uw = 188
seqPwrFrac_pct = 0
switchingPower_uw = 95.3
sw_frac_of_total_pct = 33.7
power_frac_comb_pct = 100.0
finalPower_uw = 283
power_density_nw_per_um2 = 419

[logic_synthesis]
netlist_instances = 26
synth_area_sq_um = 194
yosys_cells = 26
post-synth-top-area-fraction_pct = 15.5
yosysSeqAreaShare_pct = 0
top_cells_by_count = "4 x a22oi_1, 4 x and2_1, 4 x and2_2, 4 x nor2_1, 3 x a22o_1"
ys_area_sq_um = 194
yosys-top-cells-area = "a22oi_1 15%, and2_2 15%, a22o_1 14%, and2_1 13%, ha_1 13%"
syn_avg_cell_area_sq_um = 7.46
yosys.cell_types.count = 10
yosys_warnings = 1
largest_area_cell = "a22oi_1"

[global_route]
grtUsageMet1_pct = 5.34
antenna_found_initial = 0
grt_max_degree = 6
gr-total-overflow = 0
top_usage_layer = "met1"
grt_pass1_vias = 413
grt_util_all_layers_pct = 3.74
grt_pass1_wl_um = 2020
use_met3_pct = 2.95
gr-usage-met2_pct = 4.41

[layout]
flop_area_sq_um = 0
final_cells = 110
area_growth_pct = 248
final_util_pct = 19.7
fill_cells = 375
ff_count = 0
fin_area_sq_um = 674
n_clock_buffer = 0
drive_above_1_share_pct = 78.1

[timing]
finalWorstPathRequiredPeriod_ns = 1.37
relSlewSlack_pct = 89.2
tightest_slew_ns = 0.161
fmax_mhz = 731
fin_ws_ns = -0.267
finalSetupViolCount = 13
whs_ns = 0.899
finalCritPeriodShare_pct = 124
final-max-slew-violation-count = 0
final-hold-violation-count = 0
grt_setup_unrepaired = "true"

[route]
viasPerCell = 3.20
drc = 0
n_antenna_cell = 0
first_iter_violations = 7
wl_um = 1200
ant_nets = 0
wl_per_cell_um = 10.9
firstDrtPassIters = 2
vias = 352

[outcome]
outcome = "finished, violations left"
violations = "setup timing"

[setup_path]
worstPathMaxFanout = 3
cp.required_ns = 0.88
crit_path_start_kind = "input port"
cp.arrival_ns = 1.15
end_kind = "primary output"
crit_type = "in2out"

[run]
max_cap_viol_count = 0
warnings = 35

[die]
initial_core_util_pct = 5.68
num_rows = 21
core_area_sq_um = 3420
die_w_um = 80
die_h_um = 80
io_pins = 26
die_area_sq_um = 6400

[hold_path]
hold_depth = 3
worstHoldStart = "inp[4]"
hold_class = "in2out"
hold_end = "shift_out[4]"

[placement]
portBuffers = 26
place_hpwl_um = 848
placed_area_sq_um = 543
finalWeightedCongestion = 0.778
dp_cells = 101
==> worst max-delay path, cell delays in order <==
cell and delay [ns]:
buf_8 0.10, buf_6 0.11, ha_4 0.16, nor2b_4 0.13, buf_6 0.11, a22o_4 0.21
buf_6 0.10
==> power by group through the flow <==
stage / sequential, uW / clock [uW] / combinational (uW)
after CTS: 0 / 0 / 269
after global routing: 0 / 0 / 306
final: 0 / 0 / 283
==> worst max-delay path by stage <==
stage | end | startpoint | slack (ns)
4_1_cts | shift_out[5] | shift_cntrl[0] | -0.27
5_1_grt | shift_out[5] | shift_cntrl[0] | -0.29
6_report | shift_out[5] | shift_cntrl[0] | -0.27
==> cells by family (layout without fill, tap and decap cells) <==
family          after synthesis  after routing  share of synthesized area, %
compound gates                8              8                          34.2
buf+inv                       3             41                          9.68
simple gates                 13             13                          43.2
fa+ha+maj                     2              2                          12.9
==> cell usage in the layout, fill, tap and decap left out <==
master	synthesis	final
buf_6	1	18
a22oi_2	0	4
inv_1	2	1
buf_8	0	1
buf_2	0	10
nor2b_4	1	1
a22o_4	0	1
a22o_1	3	3
inv_4	0	1
nor2_1	4	1
nor2_2	0	3
buf_4	0	1
ha_4	0	2
clkdlybuf4s15_1	0	2
and2_4	0	8
dlygate4sd2_1	0	7
==> timing repair <==
action,CTS,global route
pin swaps,15,8
setup endpoints to repair,16,14
gates resized,101,7
buffers inserted,9,1
hold buffers,0,0
==> cell type report <==
cell class / instances / area, sq um / area share [%]
Timing Repair Buffer: 39 / 357 / 52.9
Tap cell: 46 / 57.6 / 8.53
Multi-Input combinational cell: 23 / 250 / 37.1
Inverter: 2 / 10.0 / 1.48
==> routing by layer <==
metal | share of wire (%) | up-vias
li1 | - | 170
met1 | 55 | 156
met2 | 24 | 26
met3 | 21 | 0
met4 | 0 | 0
met5 | 0 | -
==> metrics by stage <==
stage	worst slack [ns]	setup TNS (ns)
final	-0.267	-1.85
after global routing	-0.293	-2.24
after CTS	-0.270	-1.90
after detailed placement	-0.952	-13.26
after global placement	-0.947	-13.15
after floorplan	0.0613	0
Power is estimated from default activity; no workload was simulated.
